==> design/flow/design.v <==
`timescale 1ns / 1ps
module cordic_main(output [21:0]xout,output [21:0]yout,output [21:0]zout,input [21:0]xo,input [21:0]yo,input [21:0]zo,input clk,input reset);
wire [21:0]x[1:15];
wire [21:0]y[1:15];
wire [21:0]z[1:15];
wire [21:0]atanh[1:14];
assign x[1][21:0]=xo;
assign y[1][21:0]=yo;
assign z[1][21:0]=zo;
assign atanh[1]=22'b0000010001100100111110;   
assign atanh[2]=22'b0000001000001011000101;
assign atanh[3]=22'b0000000100000001010110;
assign atanh[4]=22'b0000000010000000001010;
assign atanh[5]=22'b0000000001000000000001;
assign atanh[6]=22'b0000000000100000000000;
assign atanh[7]=22'b0000000000010000000000;
assign atanh[8]=22'b0000000000001000000000; 
assign atanh[9]=22'b0000000000000100000000;
assign atanh[10]=22'b0000000000000010000000;
assign atanh[11]=22'b0000000000000001000000;
assign atanh[12]=22'b0000000000000000100000;
assign atanh[13]=22'b0000000000000000010000;
assign atanh[14]=22'b0000000000000000001000;
genvar i; generate
for (i=1;i<15;i=i+1)begin:f1
 if(i==4 | i==13)
  pipe_1 casep1(x[i+1],y[i+1],z[i+1],x[i],y[i],z[i],{{i{x[i][21]}},x[i][21:i]},{{i{y[i][21]}},y[i][21:i]},atanh[i],clk,reset);
 else 
  pipe_2 casep2(x[i+1],y[i+1],z[i+1],x[i],y[i],z[i],{{i{x[i][21]}},x[i][21:i]},{{i{y[i][21]}},y[i][21:i]},atanh[i],clk,reset);
  end
endgenerate
assign xout=x[15];
assign yout=y[15];
assign zout=z[15];
endmodule
`timescale 1ns / 1ps
module fa(output s, output cout, input a, input b, input c_in);
wire w1,w2,w3;
xor G1(s,a,b,c_in);
and G3(w1,a,b);
and G4(w2,a,c_in);
and G5(w3,b,c_in);
or G6(cout,w1,w2,w3);
endmodule
`timescale 1ns / 1ps
module flipflop(output reg q,input d,input clk,input reset);
always @(posedge clk or posedge reset)
begin
if(reset == 1)
   q<= 0;
else 
   q<= d;
end
endmodule
`timescale 1ns / 1ps
module fulladder_22bit(output [21:0]sum,input [21:0]a,input [21:0]b,input cin);
wire [21:0]c_out;
fa s0(sum[0],c_out[0],a[0],b[0],cin);
genvar j; generate
for (j=1;j<22;j=j+1)begin:adders
fa s1(sum[j],c_out[j],a[j],b[j],c_out[j-1]);
end endgenerate
endmodule
`timescale 1ns / 1ps
module pipe_1(output [21:0] xro,output [21:0] yro,output [21:0]zro,input [21:0]x,input [21:0]y,input [21:0]z,input [21:0]xa,input [21:0]ya,input [21:0]atanh,input clk,input reset);
wire [21:0] xr1;
wire [21:0] yr1;
wire [21:0] zr1;
pipe_2 one(xr1,yr1,zr1,x,y,z,xa,ya,atanh,clk,reset);
pipe_2 two(xro,yro,zro,xr1,yr1,zr1,{{4{xr1[21]}},xr1[21:4]},{{4{yr1[21]}},yr1[21:4]},atanh,clk,reset);
endmodule
`timescale 1ns / 1ps
module pipe_2(output [21:0]xro,output [21:0]yro,output [21:0]zro,input [21:0]x,input [21:0]y,input [21:0]z,input [21:0]xa,input [21:0]ya,input [21:0]atan,input clk,input reset);
wire [21:0] tempx;
wire [21:0] tempy;
wire [21:0] tempz;
wire [21:0] xr;
wire [21:0] yr;
wire [21:0] zr;
wire cin;
not g0(cin,y[21]);
genvar p;
generate
for(p=0;p<22;p=p+1)begin:p1
 xor_m m1(tempx[p],ya[p],cin);
 xor_m m2(tempy[p],xa[p],cin);
 xor_m m3(tempz[p],atan[p],y[21]);
end endgenerate
fulladder_22bit ax(xr,x,tempx,cin);
fulladder_22bit ay(yr,y,tempy,cin);
fulladder_22bit az(zr,z,tempz,y[21]);
register_22bit rx(xro,xr,clk,reset);
register_22bit ry(yro,yr,clk,reset);
register_22bit rz(zro,zr,clk,reset);
endmodule
`timescale 1ns / 1ps
module register_22bit(output[21:0] Q,input [21:0] D,input clk,input reset);
genvar i; generate
for(i=0;i<22;i=i+1) begin:loop	
 flipflop d(Q[i],D[i],clk,reset);
end endgenerate
endmodule
`timescale 1ns / 1ps
module xor_m(output xor_out,input aip,input bip);
xor xg(xor_out,aip,bip);
endmodule
==> design/flow/run.sh <==
#!/bin/bash
# OpenROAD 26Q1-2900-gdf79404cd8, Yosys 0.63+post, stock flow scripts
make -C /OpenROAD-flow-scripts/flow DESIGN_CONFIG=/design/flow/config.mk WORK_HOME=/design/flow/orfs finish
==> design/flow/config.mk <==
export PLATFORM = sky130hd
export DESIGN_NAME = cordic_main
export DESIGN_NICKNAME = cordic_main
export VERILOG_FILES = /design/flow/design.v
export SDC_FILE = /design/flow/constraint.sdc
export NUM_CORES = 4
export LEC_CHECK = 1
export CORE_UTILIZATION = 50
==> design/flow/constraint.sdc <==
current_design cordic_main

set clk_period 7.3
set clk_io_pct 0.2

create_clock -name clk0 -period $clk_period [get_ports {clk}]

set non_clock_inputs [all_inputs -no_clocks]
set_input_delay [expr $clk_period * $clk_io_pct] -clock clk0 $non_clock_inputs
set_output_delay [expr $clk_period * $clk_io_pct] -clock clk0 [all_outputs]
==> reports/results.md <==
| Metric | Reported |
|---|---|
| Die width | 337.9 um |
| Half-perimeter wire length of the detailed placement result | 66.89 mm |
| Final worst setup slack | -1.182 ns |
| Placeable core area | 111300 um2 |
| Total wirelength of the detailed-routed design | 89.84 mm |
| Share of the core filled by cells before placement | 50.71% |
| Final period utilization | 116.2% |
| Nature of the critical path endpoint | flop |
| Share of final-layout standard cells stronger than drive strength 1 | 33.09% |
| Delay contributed by the slowest stage of the critical path | 0.52 ns |
| Max Clock Skew | 0.02144 ns |
| Post-cts hold-fix buffer tally | 0 |
| Die Footprint | 114200 um2 |
| Final critical delay including setup and external delays | 8.482 ns |
| Most numerous cell on the critical path | fa_2 |
| Max-slew violation total from the final report | 0 |
| Root buffer cell | clkbuf_16 |
| Ratio of routed vias to standard cells | 4.288 |
| Tally of yosys warning messages | 2 |
| Fin. Hold Viols | 0 |
| Cell with the largest stage delay on the worst path | fa_2 |
| Number of fill cells | 8034 |
| Residual overflow from global routing | 0 |
| Synthesis-stage register bit count | 1056 |
| Failing checks | setup timing |
| Die Height | 337.9 um |
| TritonCTS clock tree | built |
| Number of CTS-inserted buffers | 114 |
| Via count of the first global-routing pass | 30.38k |
| Max transition margin | 37.67% |
| RePlAce Congestion | 0.9643 |
| WP data required | 7.89 ns |
| End-of-flow core utilization | 61.83% |
| Metal-1 WL | 30.76 mm |
| Total vias in the final route | 26.60k |
| Tightest Pin Transition | 0.9318 ns |
| Kind of critical path | reg -> reg |
| Area growth, synth to finish | 21.92% |
| Worst-path clk slew | 0.06 ns |
| Area share of the largest cell type after synthesis | 46.83% |
| GRT Overall Usage | 18.81% |
| Launching element type of the critical path | flop |
| Dominant cell type by area after synthesis | dfrtp_1 |
| Wire length of the first global-routing pass | 152.4 mm |
| CTS sink count | 1056 |
| Crit Path Max Fanout | 3 |
| Violation count after the first detailed-route iteration | 625 |
| 1st-pass router iterations | 4 |
| FFs w/ async S/R, synth | 100.0% |
| Cells after Synth | 4203 |
| Cell Area, Placed | 60550 um2 |
| Chip area from the yosys synthesis statistics | 56430 um2 |
| Boundary pin count | 134 |
| Dominant cell by count in the synthesized netlist | inv_1 |
| Worst-Skew Late Latency | 0.69 ns |
| Mean instance size in the synthesized netlist | 13.43 um2 |
| Number of warnings in the stage logs | 44 |
| # rows | 122 |
| Arrival time of the worst setup path | 9.07 ns |
| Quantity of I/O buffers inserted on ports | 133 |
| Routed wire length on met3 | 3.168 mm |
| Buffers from clock root to sink, at most | 3 |
| Most used standard cells in the synthesized netlist | inv_1, dfrtp_1, fa_1 |
| Number of antenna violations at the first check in global routing | 2 |
| Final count of negative-setup-slack endpoints | 128 |
| Remaining antenna violation count after routing | 0 |
| Dominant register cell in the synthesized netlist | dfrtp_1 |
| Number of enable flip-flop cells | 0 |
| Drc violations | 0 |
| H-tree levels | 3 |
| Largest net degree at the start of global routing | 129 |
| Per-cell routed wire length | 14.48 um |
| Post-synth design cell area | 56430 um2 |
| Run status | complete, but fails checks |
| Main area contributors after synthesis | dfrtp_1, fa_1, inv_1, xor2_1, ha_1 |
| Highest Clock Rate | 117.9 MHz |
| Class of the tightest hold or removal check | reg -> reg |
| Area of all placed cells without fillers | 68800 um2 |
| Unrepaired setup endpoints after global routing | true |
| Number of distinct library cell variants in the gate-level netlist after synthesis | 19 |
| Fraction of the yosys area taken by sequential cells | 46.83% |
| Total cells reported by yosys after synthesis | 4203 |
| Met2 Routed Length | 52.96 mm |
| Uppermost routed layer | met5 |
| MaxCap Viol Count | 0 |
## logic make-up after synthesis
group                      synth area share [%]
and+or+nand+nor                          0.4168
adders and majority gates                 32.59
AOI/OAI and AO/OA                        0.4124
xor gates and xnor gates                  8.645
buffers and inverters                     11.11
DFF                                       46.83
## flip-flops by register name, summed over array words and instances (netlist names)
| signal | cells |
|---|---|
| f1.genblk1.casep1.one.rx.loop.d.q | 44 |
| f1.genblk1.casep1.one.ry.loop.d.q | 44 |
| f1.genblk1.casep1.one.rz.loop.d.q | 44 |
| f1.genblk1.casep1.two.rx.loop.d.q | 44 |
| f1.genblk1.casep1.two.ry.loop.d.q | 44 |
| f1.genblk1.casep1.two.rz.loop.d.q | 44 |
| f1.genblk1.casep2.rx.loop.d.q | 264 |
| f1.genblk1.casep2.ry.loop.d.q | 264 |
| f1.genblk1.casep2.rz.loop.d.q | 264 |
## cells in the final DEF (no fill, tap or decap), drive strengths merged, types with 18 or more instances in the layout
cell type and count:
inv 1391, dfrtp 1056, fa 828, xor2 479, buf 300, clkbuf 177
ha 145, clkdlybuf4s50 126, xnor2 78, nor2 30, a21oi 23, clkinv 18
o21ai 18
## layer usage
layer | track usage, % | vias up
met5 | 0 | -
met2 | 34.44 | 366
met4 | 4.380 | 2
li1 | - | 12300
met1 | 24.63 | 13770
met3 | 2.988 | 160
## layout make-up
class                   count  area, um2  area share, %
flip-flops and latches   1056      26450          38.45
clock inverters            29      391.6         0.5692
repair buffers            432       4363          6.342
multi-input cells        1630      26990          39.22
clock buffers             176       3500          5.087
inverters                1391       5240          7.616
diodes                      1      2.502       0.003637
well taps                1488       1862          2.706
## per-stage QoR
step / setup slack (ns) / hold slack, ns / setup TNS, ns / instances
after floorplan: -8.722 / 0.3951 / -9566.87 / 4203
after global routing: -1.361 / 0.4515 / -89.08 / 6202
after global placement: -2.914 / 0.4025 / -294.60 / 5924
after detailed placement: -2.926 / 0.4072 / -300.15 / 5924
final: -1.182 / 0.4377 / -63.09 / 6203
after CTS: -1.117 / 0.4367 / -71.53 / 6186
## critical path, delay by kind of cell (launching register included)
family	cells	cell delay, ns
fa+ha+maj	19	6.92
buf+inv	8	0.84
flops	1	0.42
xor+xnor	1	0.17
## path summary, 6_finish.rpt
check / startpoint / end / slack (ns) / cells after the start
worst max-delay path: f1[11].genblk1.casep2.ry.loop[21].d.q / f1[12].genblk1.casep2.ry.loop[20].d.q / -1.18 / 28
worst min-delay path: f1[4].genblk1.casep1.two.rz.loop[21].d.q / f1[5].genblk1.casep2.rz.loop[21].d.q / 0.44 / 1
worst max register to register: f1[11].genblk1.casep2.ry.loop[21].d.q / f1[12].genblk1.casep2.ry.loop[20].d.q / -1.18 / 28
worst min register to register: f1[4].genblk1.casep1.two.rz.loop[21].d.q / f1[5].genblk1.casep2.rz.loop[21].d.q / 0.44 / 1
max in group asynchronous: reset / f1[8].genblk1.casep2.ry.loop[21].d.q / 4.47 / 4
min in group asynchronous: reset / f1[10].genblk1.casep2.ry.loop[14].d.q / 1.09 / 2
## repair_timing
item	in CTS	in global routing
gates resized	1083	226
buffers inserted	64	41
pin swaps	417	69
endpoints found under the setup margin	259	178
gates cloned	2	1
